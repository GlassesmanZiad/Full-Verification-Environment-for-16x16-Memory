==> /design/flow/design.v <==
module Memory #(parameter Depth = 4,
			  parameter Data_width = 32)
			 ( input  wire clk,
			   input  wire rst,
			   input  wire EN,
			   input  wire wr_en,
			   input  wire rd_en,
			   input  wire [  Depth    - 1 : 0] add,
			   input  wire [Data_width - 1 : 0] Data_in,
			   output reg  valid_out,
			   output reg  [Data_width - 1 : 0] Data_out
			 );
reg [Data_width-1:0] mem [0:15];
reg [15:0] arr_add [0:15];
integer i = 0; 													
integer counter = 0;
always @(posedge clk or negedge rst) begin
	if (~rst) begin
		for (i = 0; i < 16; i = i + 1)
	      begin
	        mem[i]  <= 32'hXXXXXXXX;
	        arr_add[i] <= 16'h0000;
	      end
	      counter <= 0; 
	end else if (EN)begin
		if (~wr_en && rd_en)begin
			mem[add]     <= Data_in;
			arr_add[add] <= add;
			if (counter == 15) begin 
				counter <= 1;
			end else begin
			counter <= counter + 1;
			end
		end else if (~rd_en && wr_en)begin
			if (counter == 0 || arr_add[add] != add) begin
			valid_out <= 0;
			Data_out <= 32'hXXXXXXXX;	
			end else begin
			Data_out  <= mem[add];
			valid_out <= 1;	
			end 
			end else begin 
			valid_out <= 0;
			Data_out <= 32'hXXXXXXXX;
			end
	end else begin 
		Data_out <= 32'hXXXXXXXX;
		valid_out <= 0;
	end
end
endmodule
==> /design/flow/run.sh <==
#!/bin/bash
# OpenROAD 26Q1-2900-gdf79404cd8, Yosys 0.63+post, stock flow scripts
make -C /OpenROAD-flow-scripts/flow DESIGN_CONFIG=/design/flow/config.mk WORK_HOME=/design/flow/orfs finish
==> /design/flow/config.mk <==
export PLATFORM = sky130hd
export DESIGN_NAME = Memory
export DESIGN_NICKNAME = Memory
export VERILOG_FILES = /design/flow/design.v
export SDC_FILE = /design/flow/constraint.sdc
export NUM_CORES = 4
export LEC_CHECK = 1
export CORE_UTILIZATION = 40
==> /design/flow/constraint.sdc <==
current_design Memory

set clk_period 5.5
set clk_io_pct 0.2

create_clock -name clk0 -period $clk_period [get_ports {clk}]

set non_clock_inputs [all_inputs -no_clocks]
set_input_delay [expr $clk_period * $clk_io_pct] -clock clk0 $non_clock_inputs
set_output_delay [expr $clk_period * $clk_io_pct] -clock clk0 [all_outputs]
==> summary.txt <==
Main metrics from the flow reports.

On the reported timing paths, the clock transition at the registers reads 0.06 ns. The die width is 265 um. The cell area after placement came out at 29700 um2. Sorting the synthesized cells by area gives the leading types as sky130_fd_sc_hd__dfrtp_1 (55%), sky130_fd_sc_hd__mux2_2 (20%), sky130_fd_sc_hd__edfxtp_1 (3.6%), sky130_fd_sc_hd__a22oi_1 (2.8%), sky130_fd_sc_hd__buf_2 (1.4%). The type of element capturing the critical path is a flip-flop. The critical path start-end classification is in -> reg.

In this run the deepest clock path goes through 3 buffers. The number of clock buffers added by TritonCTS is 69. The relative max-transition margin is 4.70%. The share of the synthesized area in the top cell type came out at 54.8%. After synthesis, the netlist uses 70 different library cells. Looking at the reg2reg group, the worst path ends at counter[24]. Setup repair after global routing left no endpoint under its margin. The final timing summary puts the cycle share of the worst path at 71.1%. The share of the Yosys chip area taken by registers is 58.4%. The completed layout was analyzed and its total power is 11.6 mW. Dividing the synthesized area by the synthesized cell count gives 13.6 um2. The most frequently used flop master after synthesis is sky130_fd_sc_hd__dfrtp_1. After detailed routing, the average wire length per cell comes to 27.5 um. The yosys cell count is 2042. Setup slack on the critical path of the routed design comes to 1.59 ns.

The y dimension of the die came out at 265 um. The fraction of the core area occupied by cells at floorplan came out at 40.4%. The I/O pin count came out at 74. The HPWL reported at the end of detailed placement is 51900 um. The depth of the most critical reg-to-reg path is 6. The worst slack at placement is 1.12 ns. According to the timing report, the critical path is captured at Data_out[0]. The count of warnings emitted by yosys came out at 3. The routed design shows a via density per instance of 5.89. The number of nets with antenna violations after detailed routing is 0.

Compared with the post-synthesis result, the final layout area differs by 15.3%. The overall routed net length came out at 85500 um. VDD sags by at most 216 uV. From the final report, the count of setup violators was given as 0.

The tree is rooted in a sky130_fd_sc_hd__clkbuf_16. The routed layout reports a DRC error count of 0. The via count of the first global-routing pass came out at 19205. The actual slew at the worst max-slew pin came out at 1.42 ns. The total overflow reported by the global router is 0. TritonCTS built the clock tree. The register-to-register setup slack is 3.24 ns. Of all cell types, the one taking the most synthesized area is sky130_fd_sc_hd__dfrtp_1.

For this run, the detailed router's first-pass iteration total came to 6. The report lists the number of standard-cell rows as 96. Summing all non-filler instances in the final layout gives an area of 32000 um2. The overall fraction of global-route tracks in use came out at 26.1%. The worst setup path is launched from a primary input. The count of hold buffers inserted by post-cts repair is 0. The first-pass GRT wire length came out at 129000 um. The quantity of gates resized following cts came out at 0.

The clock sink count came out at 641. In the final layout, the fill cell count is 5903. STA puts the critical path data required time at 5.92 ns.

The flow ran to the end, and the final reports show no timing, DRC or antenna violations. The total tool warning count came out at 29. The last weighted congestion value of the routability-driven placer came out at 0.892. The synthesized instance count came out at 2042. The power density over cell area came out at 362 nW/um2. The via count came out at 18279.

The post-synth design cell area came out at 27700 um2. The count of input and output buffers came out at 73. Based on the critical path, the design can be clocked at up to 0.256 GHz.

The layout cell share with drive strength beyond 1 came out at 35.1%. The synthesis stat section lists a flop and latch total of 641. The final max-slew violation count is 0. Per the OpenROAD floorplan log, the area of the core is 68600 um2. The floorplan step defined a die boundary enclosing 70400 um2. The sum of negative setup slack is 0 ns.

The maximum net fanout on the critical path came out at 19. The arrival time of data at the worst endpoint is listed as 4.33 ns. The number of synthesized flops with an enable pin came out at 33. The pin count of the biggest net entering global routing came out at 127. The yosys stat chip area came out at 27700 um2. The max-capacitance violation count came out at 0.

The final count of hold timing violations came out at 0. In this run the static leakage power is 14.6 nW. The number of DRC markers in iteration 0 came out at 1376. In this run the critical register-to-register path is launched from counter[4]. The worst-skew pair later-pin latency came out at 0.63 ns.

The H-tree was split into 3 levels. The first element of the critical path is add[1]. Per the repair_timing log after CTS, setup buffers inserted total 0.

The final worst clock skew is 0.0319 ns. The shortest clock period the worst path allows after layout is 3.91 ns. According to the hold report, the worst path is of the in -> async type. The number of antenna violations at the first check in global routing was 3. Per the synth stats, the proportion of register bits with asynchronous set or reset is 94.9%.
==> worst min path at each step <==
stage / start / endpoint / slack [ns] / depth (start not counted)
after CTS: arr_add[7][0] / arr_add[7][0] / 0.47 / 1
after global routing: arr_add[7][1] / arr_add[7][1] / 0.47 / 1
final: rst / counter[23] / 0.45 / 1
==> worst max-delay path: stages <==
cell,delay [ns]
sky130_fd_sc_hd__buf_2,0.41
sky130_fd_sc_hd__nand2_1,0.63
sky130_fd_sc_hd__nor2_1,1.28
sky130_fd_sc_hd__buf_4,0.38
sky130_fd_sc_hd__a22o_1,0.18
sky130_fd_sc_hd__a221oi_1,0.05
sky130_fd_sc_hd__a41oi_1,0.28
==> stage by stage <==
step | cells | hold WS [ns] | util, %
3_5_place_dp | 2976 | 0.453 | 43.3
6_report | 3103 | 0.451 | 46.6
4_1_cts | 3102 | 0.468 | 46.6
3_3_place_gp | 2976 | 0.445 | 43.3
2_1_floorplan | 2042 | 0.432 | -
5_1_grt | 3102 | 0.473 | 46.6
==> where the power goes <==
| part | internal (mW) | switching [mW] | total, mW |
|---|---|---|---|
| Clock | 2.81 | 1.93 | 4.73 |
| Sequential | 5.35 | 0.316 | 5.66 |
| Combinational | 0.607 | 0.579 | 1.19 |
==> layout make-up <==
class	instances	area (um2)	share of cell area (%)
inverter	6	22.5	0.0704
clock buffer	106	2080	6.50
antenna	1	2.50	0.00782
sequential	641	16200	50.7
tap	931	1160	3.64
multi-input combinational	1244	10900	34.0
timing repair buffer	154	1410	4.41
clock inverter	20	230	0.720
==> placed cells by master, fill, tap and decap left out, types with 31 or more instances in the layout <==
cell and count:
sky130_fd_sc_hd__a21oi_1 37, sky130_fd_sc_hd__a222oi_1 32, sky130_fd_sc_hd__a22o_1 34, sky130_fd_sc_hd__a22oi_1 102, sky130_fd_sc_hd__buf_4 74, sky130_fd_sc_hd__clkbuf_16 73, sky130_fd_sc_hd__clkdlybuf4s50_1 68, sky130_fd_sc_hd__dfrtp_1 608
sky130_fd_sc_hd__edfxtp_1 33, sky130_fd_sc_hd__mux2_2 501, sky130_fd_sc_hd__nand2_1 56, sky130_fd_sc_hd__nand3_1 38, sky130_fd_sc_hd__nor2_1 83, sky130_fd_sc_hd__nor2b_1 36, sky130_fd_sc_hd__or2_2 31
==> cell usage after synthesis, types with 7 or more instances <==
cell and instances:
sky130_fd_sc_hd__a22o_1 34, sky130_fd_sc_hd__a31oi_1 10, sky130_fd_sc_hd__nand2b_1 8, sky130_fd_sc_hd__a222oi_1 32, sky130_fd_sc_hd__nand2_1 58, sky130_fd_sc_hd__nor2b_1 36, sky130_fd_sc_hd__a21oi_1 37, sky130_fd_sc_hd__nand4_1 17
sky130_fd_sc_hd__dfrtp_1 608, sky130_fd_sc_hd__nor4_1 7, sky130_fd_sc_hd__nand3_1 38, sky130_fd_sc_hd__o22a_1 9, sky130_fd_sc_hd__a32oi_1 10, sky130_fd_sc_hd__o21ai_0 17, sky130_fd_sc_hd__and2_1 8, sky130_fd_sc_hd__or2_2 31
sky130_fd_sc_hd__edfxtp_1 33, sky130_fd_sc_hd__buf_1 34, sky130_fd_sc_hd__a221oi_1 28, sky130_fd_sc_hd__clkbuf_1 29, sky130_fd_sc_hd__mux2_1 20, sky130_fd_sc_hd__buf_4 9, sky130_fd_sc_hd__mux2i_1 21, sky130_fd_sc_hd__xnor2_1 24
sky130_fd_sc_hd__mux2_2 501, sky130_fd_sc_hd__nor2_1 91, sky130_fd_sc_hd__buf_2 76, sky130_fd_sc_hd__nor3_2 7, sky130_fd_sc_hd__nor3_1 10, sky130_fd_sc_hd__o2111ai_1 9, sky130_fd_sc_hd__and3_1 7, sky130_fd_sc_hd__a22oi_1 102
sky130_fd_sc_hd__nor3_4 8
==> flip-flops by register name, indices dropped and copies added, names as in the netlist <==
| signal | flops |
|---|---|
| Data_out | 32 |
| arr_add | 64 |
| counter | 32 |
| mem | 512 |
| valid_out | 1 |
==> cells by family (layout without fill, tap and decap cells) <==
kind of cell | Yosys count | count (layout) | share of synthesized area, %
AND-OR/OR-AND | 327 | 327 | 9.15
XOR/XNOR | 29 | 29 | 0.916
adder cells (fa/ha/maj) | 2 | 2 | 0.0902
buffers and inverters | 157 | 286 | 2.67
flip-flops | 641 | 641 | 58.4
multiplexers | 542 | 542 | 21.9
other | 0 | 1 | 0
AND/OR/NAND/NOR | 344 | 344 | 6.85
==> per-layer routing <==
| layer | up-vias | track usage [%] | share of wire, % |
|---|---|---|---|
| li1 | 7741 | - | - |
| met1 | 9610 | 38.3 | 42 |
| met2 | 766 | 38.6 | 45 |
| met3 | 158 | 9.33 | 9.7 |
| met4 | 4 | 6.22 | 2.9 |
| met5 | - | 0.762 | 0.075 |
Power is estimated from default activity; no workload was simulated.
